==> design/flow/design.v <==
module Nand(input a, b, output out);
  nand g1(out, a, b);
endmodule
module Not(input in, output out);
  Nand g1(in, in, out);
endmodule
module Or(input a, b, output out);
  Not g1(a, nota);
  Not g2(b, notb);
  Nand g3(nota, notb, out);
endmodule
module Xor(input a, b, output out);
  Nand g1(a, b, AnandB);
  Or   g2(a, b, AorB);
  And  g3(AnandB, AorB, out);
endmodule
module And(input a, b, output out);
  Nand g1(a, b, AnandB);
  Nand g2(AnandB, AnandB, out);
endmodule
module Or8Way(input[7:0] in, output out);
  Or g1(in[7], in[6], or76);
  Or g2(in[5], in[4], or54);
  Or g3(in[3], in[2], or32);
  Or g4(in[1], in[0], or10);
  Or g5(or76, or54, or74);
  Or g6(or32, or10, or30);
  Or g7(or74, or30, out);
endmodule
module Not16(input[15:0] in, output[15:0] out);
  Not g15(in[15], out[15]);
  Not g14(in[14], out[14]);
  Not g13(in[13], out[13]);
  Not g12(in[12], out[12]);
  Not g11(in[11], out[11]);
  Not g10(in[10], out[10]);
  Not g09(in[9], out[9]);
  Not g08(in[8], out[8]);
  Not g07(in[7], out[7]);
  Not g06(in[6], out[6]);
  Not g05(in[5], out[5]);
  Not g04(in[4], out[4]);
  Not g03(in[3], out[3]);
  Not g02(in[2], out[2]);
  Not g01(in[1], out[1]);
  Not g00(in[0], out[0]);
endmodule
module And16(input[15:0] a, b, output[15:0] out);
  And g15(a[15], b[15], out[15]);
  And g14(a[14], b[14], out[14]);
  And g13(a[13], b[13], out[13]);
  And g12(a[12], b[12], out[12]);
  And g11(a[11], b[11], out[11]);
  And g10(a[10], b[10], out[10]);
  And g09(a[9], b[9], out[9]);
  And g08(a[8], b[8], out[8]);
  And g07(a[7], b[7], out[7]);
  And g06(a[6], b[6], out[6]);
  And g05(a[5], b[5], out[5]);
  And g04(a[4], b[4], out[4]);
  And g03(a[3], b[3], out[3]);
  And g02(a[2], b[2], out[2]);
  And g01(a[1], b[1], out[1]);
  And g00(a[0], b[0], out[0]);
endmodule
module Or16(input[15:0] a, b, output[15:0] out);
  Or g15(a[15], b[15], out[15]);
  Or g14(a[14], b[14], out[14]);
  Or g13(a[13], b[13], out[13]);
  Or g12(a[12], b[12], out[12]);
  Or g11(a[11], b[11], out[11]);
  Or g10(a[10], b[10], out[10]);
  Or g09(a[9], b[9], out[9]);
  Or g08(a[8], b[8], out[8]);
  Or g07(a[7], b[7], out[7]);
  Or g06(a[6], b[6], out[6]);
  Or g05(a[5], b[5], out[5]);
  Or g04(a[4], b[4], out[4]);
  Or g03(a[3], b[3], out[3]);
  Or g02(a[2], b[2], out[2]);
  Or g01(a[1], b[1], out[1]);
  Or g00(a[0], b[0], out[0]);
endmodule
module Mux(input a, b, sel, output out);
  Not g1(sel, nsel);
  And g2(a, nsel, o1);
  And g3(b, sel, o2);
  Or  g4(o1, o2, out);
endmodule
module DMux(input in, sel, output a, b);
  Not g1(sel, nsel);
  And g2(nsel, in, a);
  And g3(sel,  in, b);
endmodule
module Mux16(input[15:0] a, b, input sel, output[15:0] out);
  Mux g15(a[15], b[15], sel, out[15]);
  Mux g14(a[14], b[14], sel, out[14]);
  Mux g13(a[13], b[13], sel, out[13]);
  Mux g12(a[12], b[12], sel, out[12]);
  Mux g11(a[11], b[11], sel, out[11]);
  Mux g10(a[10], b[10], sel, out[10]);
  Mux g09(a[9],  b[9],  sel, out[9]);
  Mux g08(a[8],  b[8],  sel, out[8]);
  Mux g07(a[7],  b[7],  sel, out[7]);
  Mux g06(a[6],  b[6],  sel, out[6]);
  Mux g05(a[5],  b[5],  sel, out[5]);
  Mux g04(a[4],  b[4],  sel, out[4]);
  Mux g03(a[3],  b[3],  sel, out[3]);
  Mux g02(a[2],  b[2],  sel, out[2]);
  Mux g01(a[1],  b[1],  sel, out[1]);
  Mux g00(a[0],  b[0],  sel, out[0]);
endmodule
module Mux4Way16(input[15:0] a,b,c,d, input[1:0] sel, output[15:0] out);
  wire [15:0] outab, outcd;
  Mux16 g1(a, b, sel[0], outab);
  Mux16 g2(c, d, sel[0], outcd);
  Mux16 g3(outab, outcd, sel[1], out);
endmodule
module Mux8Way16(input[15:0] a,b,c,d,e,f,g,h, input[2:0] sel, output[15:0] out);
  wire [15:0] outad, outeh;
  Mux4Way16 g1(a, b, c, d, sel[1:0], outad);
  Mux4Way16 g2(e, f, g, h, sel[1:0], outeh);
  Mux16     g3(outad, outeh, sel[2], out);
endmodule
module DMux4Way(input in, input[1:0] sel, output a,b,c,d);
  Not  g1(sel[1], nsel1);
  Not  g2(sel[0], nsel0);
  And  g3(nsel1,  nsel0,  sel00);
  And  g4(nsel1,  sel[0], sel01);
  And  g5(sel[1], nsel0,  sel10);
  And  g6(sel[1], sel[0], sel11);
  DMux g7(in, sel00, d0, a);
  DMux g8(in, sel01, d1, b);
  DMux g9(in, sel11, d2, d);
  DMux g10(in, sel10, d3, c);
endmodule
module DMux8Way(input in, input[2:0] sel, output a,b,c,d,e,f,g,h);
  Not g1(sel[2], nsel2);
  And g2(in, sel[2], s2h);
  And g3(in, nsel2,  s2l);
  DMux4Way g4(s2h, sel[1:0], e, f, g, h);
  DMux4Way g5(s2l, sel[1:0], a, b, c, d);
endmodule
module HalfAdder(input a,b,output sum,carry);
 Xor g00(a,b,sum);
 And g01(a,b,carry);
endmodule
module FullAdder(input a,b,c,output sum,carry);
 Xor g00(a,b,axorb);
 Xor g01(axorb,c,sum);
 And g02(axorb,c,v);
 And g03(a,b,aandb);
 Or g04(v,aandb,carry);
endmodule
module Add16(input [15:0] a,b,output [15:0] out);
 wire [15:0] c;
 FullAdder g00(a[0],b[0],1'b0,out[0],c[0]);
 FullAdder g01(a[1],b[1],c[0],out[1],c[1]);
 FullAdder g02(a[2],b[2],c[1],out[2],c[2]);
 FullAdder g03(a[3],b[3],c[2],out[3],c[3]);
 FullAdder g04(a[4],b[4],c[3],out[4],c[4]);
 FullAdder g05(a[5],b[5],c[4],out[5],c[5]);
 FullAdder g06(a[6],b[6],c[5],out[6],c[6]);
 FullAdder g07(a[7],b[7],c[6],out[7],c[7]);
 FullAdder g08(a[8],b[8],c[7],out[8],c[8]);
 FullAdder g09(a[9],b[9],c[8],out[9],c[9]);
 FullAdder g10(a[10],b[10],c[9],out[10],c[10]);
 FullAdder g11(a[11],b[11],c[10],out[11],c[11]);
 FullAdder g12(a[12],b[12],c[11],out[12],c[12]);
 FullAdder g13(a[13],b[13],c[12],out[13],c[13]);
 FullAdder g14(a[14],b[14],c[13],out[14],c[14]);
 FullAdder g15(a[15],b[15],c[14],out[15],c[15]);
endmodule
module Inc16(input [15:0] in,output [15:0] out);
 wire [15:0] c;
 HalfAdder g00(in[0],1'b1,out[0],c[0]);
 HalfAdder g01(in[1],c[0],out[1],c[1]);
 HalfAdder g02(in[2],c[1],out[2],c[2]);
 HalfAdder g03(in[3],c[2],out[3],c[3]);
 HalfAdder g04(in[4],c[3],out[4],c[4]);
 HalfAdder g05(in[5],c[4],out[5],c[5]);
 HalfAdder g06(in[6],c[5],out[6],c[6]);
 HalfAdder g07(in[7],c[6],out[7],c[7]);
 HalfAdder g08(in[8],c[7],out[8],c[8]);
 HalfAdder g09(in[9],c[8],out[9],c[9]);
 HalfAdder g10(in[10],c[9],out[10],c[10]);
 HalfAdder g11(in[11],c[10],out[11],c[11]);
 HalfAdder g12(in[12],c[11],out[12],c[12]);
 HalfAdder g13(in[13],c[12],out[13],c[13]);
 HalfAdder g14(in[14],c[13],out[14],c[14]);
 HalfAdder g15(in[15],c[14],out[15],c[15]);
endmodule
module ALU(input [15:0] x,y,input zx,nx,zy,ny,f,no,output [15:0] out,output zr,ng);
 wire [15:0] o1,o2,o3,o4,o5,o6,o7,o8,o9,o10,o11;
 wire orlow,orhigh,nzr;
 Mux16 g00(x,16'b0,zx,o1);
 Not16 g01(o1,o2);
 Mux16 g02(o1,o2,nx,o3);
 Mux16 g03(y,16'b0,zy,o4);
 Not16 g04(o4,o5);
 Mux16 g05(o4,o5,ny,o6);
 Add16 g06(o3,o6,o7);
 And16 g07(o3,o6,o8);
 Mux16 g08(o8,o7,f,o9);
 Not16 g09(o9,o10);
 Mux16 g10(o9,o10,no,o11);
 And16 g11(o11,o11,out);
 Or8Way g12(out[7:0],orlow);
 Or8Way g13(out[15:8],orhigh);
 Or g14(orlow,orhigh,nzr);
 Not g15(nzr,zr);
 And g16(o11[15],o11[15],ng);
 And16 g17(o11,o11,out);
endmodule
module DFF(input in,clock,output out);
 reg q;
 assign out=q;
 always@(posedge clock)
 begin
    q=in;
 end
endmodule
module Bit(input in,clock,load,output out);
 wire dffin;
 Mux g00(out,in,load,dffin);
 DFF g01(dffin,clock,out);
endmodule
module Register(input [15:0] in,input clock,load,output [15:0] out);
 Bit g00(in[0],clock,load,out[0]);
 Bit g01(in[1],clock,load,out[1]);
 Bit g02(in[2],clock,load,out[2]);
 Bit g03(in[3],clock,load,out[3]);
 Bit g04(in[4],clock,load,out[4]);
 Bit g05(in[5],clock,load,out[5]);
 Bit g06(in[6],clock,load,out[6]);
 Bit g07(in[7],clock,load,out[7]);
 Bit g08(in[8],clock,load,out[8]);
 Bit g09(in[9],clock,load,out[9]);
 Bit g10(in[10],clock,load,out[10]);
 Bit g11(in[11],clock,load,out[11]);
 Bit g12(in[12],clock,load,out[12]);
 Bit g13(in[13],clock,load,out[13]);
 Bit g14(in[14],clock,load,out[14]);
 Bit g15(in[15],clock,load,out[15]);
endmodule
module RAM8(input [15:0] in,input clock,load,input [2:0] address,output [15:0] out);
 wire [15:0] o0,o1,o2,o3,o4,o5,o6,o7;
 DMux8Way g00(load,address,L0,L1,L2,L3,L4,L5,L6,L7);
 Register g01(in,clock,L0,o0);
 Register g02(in,clock,L1,o1);
 Register g03(in,clock,L2,o2);
 Register g04(in,clock,L3,o3);
 Register g05(in,clock,L4,o4);
 Register g06(in,clock,L5,o5);
 Register g07(in,clock,L6,o6);
 Register g08(in,clock,L7,o7);
 Mux8Way16 g09(o0,o1,o2,o3,o4,o5,o6,o7,address,out);
endmodule
module RAM64(input [15:0] in,input clock,load,input [5:0] address,output [15:0] out);
 wire [15:0] o0,o1,o2,o3,o4,o5,o6,o7;
 DMux8Way g00(load,address[5:3],L0,L1,L2,L3,L4,L5,L6,L7);
 RAM8 g01(in,clock,L0,address[2:0],o0);
 RAM8 g02(in,clock,L1,address[2:0],o1);
 RAM8 g03(in,clock,L2,address[2:0],o2);
 RAM8 g04(in,clock,L3,address[2:0],o3);
 RAM8 g05(in,clock,L4,address[2:0],o4);
 RAM8 g06(in,clock,L5,address[2:0],o5);
 RAM8 g07(in,clock,L6,address[2:0],o6);
 RAM8 g08(in,clock,L7,address[2:0],o7);
 Mux8Way16 g09(o0,o1,o2,o3,o4,o5,o6,o7,address[5:3],out);
endmodule
module RAM8K(input [15:0] in,input clock,load,input [12:0] address,output [15:0] out);
 reg [15:0] m[0:2**13-1];
 assign out=m[address];
 always@(posedge clock)
 begin
     if(load) m[address]=in;
 end
endmodule
module RAM16K(input [15:0] in,input clock,load,input [13:0] address,output [15:0] out);
 reg [15:0] m[0:2**14-1];
 assign out=m[address];
 always@(posedge clock)
 begin
     if(load) m[address]=in;
 end
endmodule  
module PC(input [15:0] in,input clock,load,inc,reset,output [15:0] out);
 wire [15:0] o,oinc,om,on,oM;
 Or g00(load,inc,loadinc);
 Or g01(loadinc,reset,loadincreset);
 Inc16 i1(o,oinc);
 And16 g02(o,o,out);
 Mux16 g03(o,oinc,inc,oM);
 Mux16 g04(oM,in,load,om);
 Mux16 g05(om,16'b0,reset,on);
 Register g06(on,clock,loadincreset,o);
endmodule
module ROM32K(input[14:0] address, output[15:0] out);
  reg[15:0] m[0:2**15-1];
  assign out = m[address];
endmodule
module Memory(input[15:0] in, input clock, load, input[14:0] address, output[15:0] out);
  wire[15:0] oM, oS, oK, oSK;
  Not g1(address[14], N14);
  And g2(N14, load, Mload);
  And g3(address[14], load, Sload);
  RAM16K ram16k(in, clock, Mload, address[13:0], oM);
  RAM8K  screen(in, clock, Sload, address[12:0], oS);
  Register keyboard(16'h0F0F, clock, 1'b0, oK);
  Mux16 g4(oM, oSK, address[14], out);
  Mux16 g5(oS, oK,  address[13], oSK);
endmodule
module CPU(input[15:0] inM, I, input clock, reset, output[15:0] oM, output writeM, output[14:0] addressM, pc);
  wire[15:0] Ain, Aout, AorM, ALUout, Dout, pcOut, addressMOut;
  Or  g1(ng, zr, ngzr);    
  Not g2(ngzr, g);      
  And g3(ng, I[2], passLT);     
  And g4(zr, I[1], passEQ);     
  And g5(g,  I[0], passGT);     
  Or  g6(passLT, passEQ, passLE);
  Or  g7(passLE, passGT, pass);
  And g8(I[15], pass, PCload);      
  Mux16 g9(Aout, inM, I[12], AorM);  
  ALU alu(Dout, AorM, I[11], I[10], I[9], I[8], I[7], I[6], ALUout, zr, ng);
  PC pc1(Aout, clock, PCload, 1'b1, reset, pcOut);
  assign pc = pcOut[14:0];
  Not g10(I[15], Atype);
  And g11(I[15], I[5], AluToA);  
  Or  g12(Atype, AluToA, Aload);
  Mux16 g13(I, ALUout, AluToA, Ain);  
  Register A(Ain, clock, Aload, Aout);
  And g14(I[15], I[4], Dload);  
  Register D(ALUout, clock, Dload, Dout);
  assign addressM = Aout[14:0];
  And g16(I[15], I[3], writeM);  
  And16 g17(ALUout, ALUout, oM);
endmodule
module Computer(input clock, reset);
  wire[15:0] inM, oM, I;
  wire[14:0] addressM, pc;
  Memory ram(inM, !clock, loadM, addressM, oM);
  ROM32K rom(pc, I);
  CPU    cpu(oM, I, clock, reset, inM, loadM, addressM, pc);	
endmodule
==> design/flow/run.sh <==
#!/bin/bash
# OpenROAD 26Q1-2900-gdf79404cd8, Yosys 0.63+post, stock flow scripts
make -C /OpenROAD-flow-scripts/flow DESIGN_CONFIG=/design/flow/config.mk WORK_HOME=/design/flow/orfs finish
==> design/flow/config.mk <==
export PLATFORM = sky130hd
export DESIGN_NAME = Or16
export DESIGN_NICKNAME = Or16
export VERILOG_FILES = /design/flow/design.v
export SDC_FILE = /design/flow/constraint.sdc
export NUM_CORES = 4
export LEC_CHECK = 1
export CORE_AREA = 10 10 70 70
export DIE_AREA = 0 0 80 80
==> design/flow/constraint.sdc <==
current_design Or16

set clk_period 1.0
set clk_io_pct 0.2

create_clock -name clk0 -period $clk_period

set non_clock_inputs [all_inputs -no_clocks]
set_input_delay [expr $clk_period * $clk_io_pct] -clock clk0 $non_clock_inputs
set_output_delay [expr $clk_period * $clk_io_pct] -clock clk0 [all_outputs]
==> impl_metrics.ini <==
; flow metrics
[sta]
finalHoldViolations = 0
slew_viol_final = 0
timing.fmax_ghz = 1.04
finalHoldWorstSlack_ps = 743
relSlewSlack = 0.966
post-route-worst-setup-slack_ps = 39.6
tightestPinTransition_ps = 51.0
final.period_utilization = 0.960
fin_crit_ps = 960
setup_repair_after_global_routing_missed_its_margin = no
setup_violations_final = 0

[synthesis]
topCellsByArea = buf_4, or2_1
synth.cell_area_um2 = 220
syn-mean-instance-area_um2 = 6.88
yosysUniqueCellTypes = 2
synthesis.yosys.warnings = 2
syn-instance-count = 32
top_cell_area_share = 0.545
yosys-stat-cells = 32
ys_seq_share = 0
post_synthesis_chip_area_from_yosys_um2 = 220
synthDominantAreaCellType = buf_4

[place]
placed_cells = 110
gp_routability_congestion = 0.764
port-buffer-count = 48
hpwl_mm = 1.03
place_area_um2 = 638
preCtsSetupSlack_ps = -457

[route]
vias = 269
vias_per_cell = 2.45
drt_drc_violations_left = 0
detail_route.wl_per_cell_um = 9.45
route.antenna.diode_count = 0
totalWireLength_mm = 1.04
drt.antenna.violating_nets = 0
drt-pass1-iter-count = 2
drt_iter0_markers = 1

[worst_hold_path]
hold_path_startpoint = a[3]
hold_path_class = in -> out
min_to = out[3]
cells_on_worst_hold_path = 3

[critical_path]
critPathMaxStageDelay_ps = 220
worstSetupStartpointType = primary input
timing.critical_path.fanout_max = 1
required_ps = 800
timing.critical_path.max_delay_family = buffers and inverters
critPathCaptureType = output port
cp_slowest_cell = dlygate4sd2_1
cp_num_buf_inv = 2
crit_type = in -> out
cp_cell_sequence = dlygate4sd2_1 -> or2_1 -> buf_2
cp_data_arrival_time_ps = 760

[clocking]
cts-hold-fix-buffers = 0
postCtsSetupBuffers = 0

[power]
share_seq_of_total_power = 0
power.leakage_nw = 0.248
post-layout-total-power_mw = 0.121
power_density_nw_per_um2 = 233
switching_share = 0.191
internal-power_mw = 0.0976
share_clk_of_total_power = 0
net-switching-power_mw = 0.0230
combPwrFrac = 1.000
ir_worst_vdd_v = 0.0000464

[global_routing]
initial_antenna_violation_count = 0
grt_usage = 0.0300
via_count_of_the_first_global_routing_pass = 313
residual_overflow_from_global_routing = 0
largest_net_degree_at_the_start_of_global_routing = 2
grt_first_pass_wirelength_mm = 1.61

[floorplan]
fp.dieW_um = 80
die_height_um = 80
boundaryPins = 48
core_region_area_um2 = 3420
initCoreUtil = 0.0645
die_area_um2 = 6400
core.rowCount = 21

[layout]
area_delta_synth_final_pct = 135
layout_top_cells = dlygate4sd2_1, or2_1, buf_2
drive_gt1_frac = 0.250
clock_buf_count = 0
layout.cells.most_common = dlygate4sd2_1
seqCellArea_um2 = 0
postLayoutCellArea_um2 = 518
final-instance-count-excl-fill = 110
filler_cell_count = 422
combGateArea_um2 = 100
nFlopsAndLatches = 0

[flow_run]
openroad.warnings = 32
maxCapViolCount = 0

[outcome]
status = finished clean
[tightest hold or removal path, cell delays in order]
cell and delay, ps:
dlygate4sd2_1 180, or2_1 80, buf_2 80
[metal layers]
layer  routed length, µm  up-vias  GRT usage
met5                   0        -          0
met2                 557       23     0.0570
met4                   0        0    0.00352
met1                 364      102     0.0297
li1                    -      144          -
met3                 117        0     0.0136
[cells by family after synthesis]
kind of cell,count (synthesis),share of synthesized area
buf+inv,16,0.545
simple gates,16,0.455
[cell usage after synthesis]
cell type and instances:
buf_4 16, or2_1 16
[power groups by stage]
| stage | sequential (mW) | clock [mW] | combinational, mW |
|---|---|---|---|
| 4_1_cts | 0 | 0 | 0.125 |
| 6_report | 0 | 0 | 0.121 |
| 5_1_grt | 0 | 0 | 0.137 |
[layout make-up]
class,count,share of cell area
timing repair buffer,48,0.696
multi-input combinational,16,0.193
tap,46,0.111
[how the worst max path moves through the flow]
stage | endpoint | start | slack, ps | depth (start not counted)
4_1_cts | out[0] | a[0] | 20 | 3
5_1_grt | out[0] | b[0] | 1 | 3
6_report | out[0] | b[0] | 40 | 3
[stage by stage]
step,TNS (ps),utilization
after floorplan,0,-
after global placement,-6780,0.187
after detailed placement,-6830,0.187
after CTS,0,0.152
after global routing,0,0.152
final,0,0.152
[timing repair]
| action | CTS | global route |
|---|---|---|
| pin swaps | 16 | 1 |
| setup endpoints to repair | 16 | 1 |
| gates resized | 80 | 0 |
